File: /design/flow/design.v
module rom( input clk,rst,
            input [2:0] address,
            output reg [7:0] data_out);
reg [7:0] mem [7:0];  
initial
begin
mem[0]=8'd1;
mem[1]=8'd2;
mem[2]=8'd3;
mem[3]=8'd4;
mem[4]=8'd5;
mem[5]=8'd6;
mem[6]=8'd7;
mem[7]=8'd8;
end
always@(posedge clk)
	begin
	if(!rst)
	data_out<=8'b0000_0000;
	else
	data_out<=mem[address];
	end
endmodule
module tb_rom;
reg clk,rst;
reg [2:0] address;
wire [7:0] data_out;
rom uut(.clk(clk),.rst(rst),.address(address),.data_out(data_out));
always #5 clk = ~clk;
initial
	begin
	clk=1; rst=0; address=0; 
#10; rst=1;
#10; address=1;
#10; address=2;
#10; address=3;
#10; address=4;
#10; address=5;
#10; address=6;
#10; address=7;
	end
endmodule
File: /design/flow/constraint.sdc
current_design rom

set clk_period 1.1
set clk_io_pct 0.2

create_clock -name clk0 -period $clk_period [get_ports {clk}]

set non_clock_inputs [all_inputs -no_clocks]
set_input_delay [expr $clk_period * $clk_io_pct] -clock clk0 $non_clock_inputs
set_output_delay [expr $clk_period * $clk_io_pct] -clock clk0 [all_outputs]
File: /design/flow/config.mk
export PLATFORM = sky130hd
export DESIGN_NAME = rom
export DESIGN_NICKNAME = rom
export VERILOG_FILES = /design/flow/design.v
export SDC_FILE = /design/flow/constraint.sdc
export NUM_CORES = 4
export LEC_CHECK = 1
export CORE_AREA = 10 10 70 70
export DIE_AREA = 0 0 80 80
File: /design/flow/run.sh
#!/bin/bash
# OpenROAD 26Q1-2900-gdf79404cd8, Yosys 0.63+post, stock flow scripts
make -C /OpenROAD-flow-scripts/flow DESIGN_CONFIG=/design/flow/config.mk WORK_HOME=/design/flow/orfs finish
==> qor.txt <==
Top cell area share: 41.6%
Ys async rst share: 0%
Signed area change from the synthesized netlist to the final layout: 70.8%
Chip width: 80 µm
Pin count of the biggest net entering global routing: 5
First-pass GRT wire length: 738 µm
Sw Share: 19.6%
Layout Cells excl Fill: 73
Mapped cell area: 193 µm²
Worst path cell trace: clkdlybuf4s50_1 -> ha_1 -> and2_1
Post-CTS setup repair buffer count: 0
Peak Freq: 972 MHz
Average size of a mapped cell: 11.3 µm²
Top post-synthesis cells by area: sky130_fd_sc_hd__dfxtp_1 42%, sky130_fd_sc_hd__buf_4 16%, sky130_fd_sc_hd__ha_1 13%, sky130_fd_sc_hd__nand2b_4 7.1%, sky130_fd_sc_hd__a21boi_2 5.8%
Final RePlAce weighted congestion: 0.698
Number of hold-slack violations in the final timing report: 0
Result of the run: complete, no violations
Leakage: 0.141 nW
Dominant cell type by area after synthesis: sky130_fd_sc_hd__dfxtp_1
Destination of the critical timing path: data_out[1]$_SDFF_PN0_
Sequential group share of total power: 40.8%
All-Layer GR Usage: 1.53%
Number of port buffers: 8
Synth Area in Adders: 13.0%
Start point of the worst hold path: address[0]
Post-synth mux share: 0%
Pre-placement core utilization: 5.64%
DRT Pass-1 Iters: 2
Total vias in the final route: 133
Class of the worst hold path: in2reg
Number of cells in Yosys stat: 17
Number of antenna cells inserted: 0
Vias per cell: 1.82
CTS tree: yes
DRC errors left: 0
Endpoint arrival time on the critical path: 1.15 ns
Number of standard-cell rows in the floorplan: 21
Fraction of final layout cells with drive strength greater than 1: 22.2%
Critical Path Source Type: primary input
Comb power frac: 11.9%
Antenna-violating nets left: 0
Number of buffers between clock root and the deepest sink: 2
Int Power: 0.307 mW
Finish-stage setup viols: 0
Commonest cells in the netlist: 4 x sky130_fd_sc_hd__buf_4, 4 x sky130_fd_sc_hd__dfxtp_1, 2 x sky130_fd_sc_hd__ha_1
Clk pwr share: 47.3%
Total number of H-tree levels: 1
Chip area: 6400 µm²
Setup CP Type: in2reg
Core Region: 3420 µm²
Crit-path max FO: 4
Vertical die dimension: 80 µm
Gate Area: 93.8 µm²
Switch Pwr: 0.0745 mW
Maximum resistive drop on vdd: 0.119 mV
Clk pin slew, worst setup/hold paths: 0.04 ns
Area occupied by registers: 80.1 µm²
Number of hold buffers added after cts: 0
Most frequently used flop master after synthesis: sky130_fd_sc_hd__dfxtp_1
Number of clock sinks seen by CTS: 4
Register share after synthesis: 41.6%
Cell count after placement: 70
Total of max-cap violations: 0
Tcrit/Tclk final: 93.6%
Number of synthesized flops with an enable pin: 0
I/O pin cnt: 13
Post-synthesis share of cell area spent on and, or, nand and nor gates: 22.1%
Synthesized chip area reported by yosys: 193 µm²
Setup repair after global routing missed its margin: no
Number of synthesis warnings: 1
Congestion Overflow GR: 0
Routed wirelength normalized by instance count: 6.59 µm
Post-synthesis cell count: 17
Total of flip-flops plus latches after synthesis: 4
Clock tree root buffer cell: sky130_fd_sc_hd__clkbuf_4
Number of max-slew violations in the final report: 0
Origin of the worst setup path: address[0]
Dominant non-sequential cell family after synthesis: simple AND/OR/NAND/NOR gates
Slowest cell on the critical path: sky130_fd_sc_hd__clkdlybuf4s50_1
Number of buffers added by the clock tree synthesis step: 3
Via count of the first global-routing pass: 160
Top reg by flops: data_out
Clock period minus final worst setup slack: 1.03 ns
CP peak stage delay: 0.47 ns
Number of warnings in the stage logs: 26
Post-synthesis compound-gate area fraction: 5.84%
XOR/XNOR share of the synthesized area: 0%
Number of antenna violations at the first check in global routing: 0
Number of distinct library cell variants in the gate-level netlist after synthesis: 10
Ratio of total power to cell area: 1160 nW/µm²
Worst EP required: 1.22 ns
Top Registers: data_out (4)
Filler instances: 406
Largest register FFs: 4
Initial detailed-routing violation count: 4
Crit. End Element: register
Utilization after layout: 9.63%
Number of resized instances in the post-cts repair step: 4
Total detailed-routing wirelength: 481 µm
==> cell families after synthesis <==
kind of cell / after synthesis
AND-OR/OR-AND: 1
buffers and inverters: 4
AND/OR/NAND/NOR: 5
other: 1
adder cells (fa/ha/maj): 2
flip-flops: 4
==> area by class of cell <==
| type | count | area share (%) |
|---|---|---|
| Clock buffer | 3 | 6.84 |
| Multi-Input combinational cell | 12 | 28.5 |
| Tap cell | 46 | 17.5 |
| Timing Repair Buffer | 8 | 22.8 |
| Sequential cell | 4 | 24.3 |
==> metal layers <==
metal | GRT usage [%] | vias up | part of all wire (%)
met5 | 0 | - | 0
met4 | 0.704 | 0 | 4.0
met3 | 2.73 | 2 | 38
met2 | 1.28 | 13 | 23
met1 | 1.47 | 51 | 35
li1 | - | 67 | -
==> worst max-delay path: cells and delay by family <==
family,cells,cell delay (ns)
buffers and inverters,1,0.47
adders and majority gates,1,0.31
and+or+nand+nor,1,0.15
==> power groups by stage <==
stage	logic, mW	clock network (mW)	registers [mW]
after global routing	0.0504	0.207	0.156
after CTS	0.0464	0.192	0.156
final	0.0453	0.180	0.155
==> placed cells by master, fill, tap and decap left out, drive strengths merged <==
cell type      synthesis  layout
clkdlybuf4s50          0       4
nand2b                 2       2
dlygate4sd2            0       4
conb                   1       4
nor2b                  1       1
dfxtp                  4       4
ha                     2       2
a21boi                 1       1
and2                   1       1
and4                   1       1
clkbuf                 0       3
==> worst min path at each step <==
stage | end | slack, ns | depth (start not counted)
CTS | data_out[0]$_SDFF_PN0_ | 0.62 | 2
global route | data_out[0]$_SDFF_PN0_ | 0.63 | 2
finish | data_out[0]$_SDFF_PN0_ | 0.62 | 2
==> per-stage QoR <==
| stage | TNS [ns] | area, µm² | hold WS (ns) | worst slack, ns | total power [mW] |
|---|---|---|---|---|---|
| after CTS | 0 | 329 | 0.615 | 0.0820 | 0.394 |
| final | 0 | 329 | 0.622 | 0.0708 | 0.381 |
| after detailed placement | -0.322 | 312 | 0.862 | -0.168 | 0.210 |
| after floorplan | 0 | 204 | 0.292 | 0.368 | 0.181 |
| after global placement | -0.244 | 312 | 0.844 | -0.143 | 0.208 |
| after global routing | 0 | 329 | 0.627 | 0.0564 | 0.413 |
Power and IR drop assume default switching activity.
