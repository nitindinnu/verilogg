--- flow/config.mk ---
export PLATFORM = sky130hd
export DESIGN_NAME = FIFO_synchronous
export DESIGN_NICKNAME = FIFO_synchronous
export VERILOG_FILES = /design/flow/design.v
export SDC_FILE = /design/flow/constraint.sdc
export NUM_CORES = 4
export LEC_CHECK = 1
export CORE_UTILIZATION = 40
--- flow/constraint.sdc ---
current_design FIFO_synchronous

set clk_period 9.8
set clk_io_pct 0.2

create_clock -name clk0 -period $clk_period [get_ports {clk}]

set non_clock_inputs [all_inputs -no_clocks]
set_input_delay [expr $clk_period * $clk_io_pct] -clock clk0 $non_clock_inputs
set_output_delay [expr $clk_period * $clk_io_pct] -clock clk0 [all_outputs]
--- flow/design.v ---
module FIFO_synchronous #(parameter depth =8,datawidth=8 ) (
   input clk,reset,
   input [datawidth-1:0]din, 
   input rd,wr,
   output full,empty,
   output reg [datawidth-1:0]dout 
);
    reg [7:0]mem[0:7];
    integer count=0;
    reg [$clog2(depth)-1:0]rd_ptr,wr_ptr;
    assign full = (count==depth);
    assign empty = (count==0);
    always @(posedge clk ) begin
        if (reset) begin
            {rd_ptr,wr_ptr,count}<=000;
            dout<=8'bz;
            end 
        else 
            begin
                if(rd && !wr && !empty) begin
                    dout<=mem[rd_ptr];
                    rd_ptr<=rd_ptr+1;
                    count<=count-1;
                end
                else if(wr && !rd && !full) begin
                    mem[wr_ptr]<=din;
                    wr_ptr<=wr_ptr+1;
                    count<=count+1;
                end
                else if (wr && rd) begin
                    mem[wr_ptr]<=din;
                    dout<=mem[rd_ptr];
                    rd_ptr<=rd_ptr+1;
                    wr_ptr<=wr_ptr+1;
                    count<=count;
                end
            end
    end
endmodule  
module tb_FIFO_synchronous (
);
    parameter datawidth=8,depth =8 ;
    reg[4:0]i; 
    reg clk,reset;
    reg [datawidth-1:0]din;
    reg  [$clog2(depth)-1:0] rd_ptr,wr_ptr;
    reg rd,wr;
    wire full,empty;
    wire [datawidth-1:0]dout ;
    initial begin
        {clk,reset,rd,wr}<=0100;din=8'd3;#(10);
        reset=0;
        {rd,wr}=01;
        for(i=0;i<5;i=i+1)begin
           din=i+1; #(10); 
        end
        {rd,wr}=10;
        for(i=0;i<5;i=i+1)begin
           rd_ptr=i+1; #(10); 
        end
    end
    always #5 clk=~clk;
    FIFO_synchronous a1(clk,reset,din,rd,wr,full,empty,dout);
endmodule  
--- flow/run.sh ---
#!/bin/bash
# OpenROAD 26Q1-2900-gdf79404cd8, Yosys 0.63+post, stock flow scripts
make -C /OpenROAD-flow-scripts/flow DESIGN_CONFIG=/design/flow/config.mk WORK_HOME=/design/flow/orfs finish
==> job_summary.md <==
### Yosys + OpenROAD results

| Metric | Value |
|---|---|
| DIE AREA | `15,100 um^2` |
| Async SR Flop Fraction | `0` |
| Row count | `43` |
| Worst EP required | `10.10 ns` |
| Reg2Reg Setup Slack | `5.26 ns` |
| Proportion of layout cells with a drive suffix above 1 | `0.142` |
| TritonCTS clock tree | `done` |
| Critical Path Fanout Max | `34` |
| Starting density of the core | `0.416` |
| Max cap viols | `0` |
| Vias in the first global route | `around 3.9k` |
| Yosys synthesis chip area | `5840 um^2` |
| Top cells by count, synth | `edfxtp_1, nand2_1, a21oi_1` |
| GR Overflow Total | `0` |
| Synth area leader | `edfxtp_1` |
| Cell Type Count | `53` |
| R2R cell count | `14` |
| Diodes inserted | `0` |
| Layout Area Growth over Synthesis | `18.6%` |
| RSZ-0062 raised after global routing | `no` |
| Post-Synth XOR/XNOR Area | `0.0465` |
| Starting DRT DRC Count | `283` |
| First-pass GRT wire length | `19,800 um` |
| LEAKAGE | `2.66 nW` |
| Drt pass-1 iters | `4` |
| Yosys aoi share | `0.141` |
| Setup TNS | `0 ns` |
| Main logic family after synthesis | `AND-OR/OR-AND gates` |
| Post-CTS Hold Fix Bufs | `0` |
| Vias per cell | `5.50` |
| Residual DRC | `0` |
| Skew final | `0.00907 ns` |
| Arrival @ worst endpoint | `5.55 ns` |
| Crit Path Class | `in -> reg` |
| Max frequency | `190 MHz` |
| Warnings, synthesis | `2` |
| Final Wtd Congestion | `0.937` |
| Crit end category | `register` |
| Seq/Total Area, Yosys | `0.511` |
| Post-synthesis area per instance | `11.3 um^2` |
| Core area | `14,000 um^2` |
| Yosys top cell by instances | `edfxtp_1` |
| Worst slew margin | `0.602` |
| Hold Path End | `count[22]` |
| Cell Area, Synth | `5840 um^2` |
| Cell count after placement | `710` |
| Startpoint types | `primary input` |
| Clk buf depth | `2` |
| Status | `complete, no violations` |
| P per Cell Area | `between 150 and 200 nW/um^2` |
| Die Y | `123 um` |
| Cells after Synth | `roughly 500` |
| WL final | `12,200 um` |
| Setup Buffers After CTS | `0` |
| Post-DP HPWL | `8180 um` |
| Post-synth area hogs | `edfxtp_1, dfxtp_1, ha_1` |
| Final Cycle Share | `0.536` |
| End of the worst register-to-register path | `count[24]` |
| Ys cells | `515` |
| I/O Buffers | `21` |
| Number of top-level pins | `22` |
| And+or+nand+nor area frac | `0.124` |
| WHS Path Cells | `2` |
| DP Area | `6320 um^2` |
| Worst-Margin Slew | `0.597 ns` |
| Cell chosen for the clock root | `clkbuf_16` |
| Final Max Tran Viols | `0` |
| MUX share of area | `0.0877` |
| Worst hold start | `count[22]` |
| WHS | `approximately 0.48 ns` |
| H-Tree Level Count | `4` |
| Initial antenna violation count | `0` |
| Worst-Skew Late Latency | `between 0.4 and 0.5 ns` |
| Worst VDD drop | `about 0.14 mV` |
| Largest net degree at the start of global routing | `53` |
| OpenROAD warning count | `25` |
| Final Hold Fails | `0` |
| Tot GR Track Use | `0.181` |
| Resize count post-CTS | `0` |
| Final Non-Filler Cells | `742` |
| Final instance area | `approximately 6900 um^2` |
| Via count | `4,084` |
| Final setup fails | `0` |
| Post-synth regs | `113` |
| CTS clk-pin slew, worst paths | `approximately 0.06 ns` |
| Hold Path Class | `reg -> reg` |
| Flip-flops with a built-in enable | `around 72` |
| Area leader share | `0.370` |
| Synth Flop Type | `edfxtp_1` |
| R2r startpoint | `count[17]` |
| Final ANT Viol Nets | `0` |
| Die width | `about 120 um` |
| Total CTS buffers | `17` |
| Clock sink total | `113` |
| Avg WL per Cell | `about 16 um` |
| FA/HA/MAJ Cells, Area Fraction | `0.0720` |
| Fin crit period | `around 5.3 ns` |
==> kinds of logic (layout without fill, tap and decap cells) <==
group / Yosys count / after routing
buf+inv: 28 / 75
compound gates: 127 / 127
fa+ha+maj: 33 / 33
flops: 113 / 113
mux: 30 / 30
xor+xnor: 31 / 31
simple gates: 153 / 153
==> worst max-delay path by stage <==
stage	startpoint	to	slack [ns]	depth (start not counted)
4_1_cts	rd	count[24]	4.58	12
5_1_grt	rd	count[24]	4.35	12
6_report	rd	count[24]	4.55	12
==> power breakdown <==
group	leakage (nW)	switching, mW	internal [mW]
Combinational	1.37	0.114	0.0940
Clock	0.289	0.230	0.382
Sequential	0.996	0.0178	0.533
Total	2.66	0.361	1.01
==> layout make-up <==
| class | instances | area [um^2] |
|---|---|---|
| Sequential cell | 113 | 2980 |
| Tap cell | 180 | 225 |
| Clock inverter | 15 | 176 |
| Clock buffer | 17 | 425 |
| Inverter | 7 | 26.3 |
| Multi-Input combinational cell | 374 | 2770 |
| Fill cell | 1157 | 7120 |
| Timing Repair Buffer | 36 | 318 |
==> layer usage <==
layer / part of all wire / GRT usage / wire length [um] / vias up
li1: - / - / - / 2031
met1: 0.45 / 0.261 / 5520 / 1906
met2: 0.46 / 0.274 / 5630 / 135
met3: 0.077 / 0.0669 / 939 / 12
met4: 0.011 / 0.0305 / 130 / 0
met5: 0 / 0.0139 / 0 / -
==> through the flow <==
step	power, mW	utilization	setup WS (ns)
4_1_cts	1.38	0.493	4.58
5_1_grt	1.43	0.493	4.35
3_3_place_gp	0.765	0.450	4.24
3_5_place_dp	0.766	0.450	4.16
6_report	1.37	0.493	4.55
2_1_floorplan	0.705	-	3.07
==> critical path, cell delays in order <==
cell and delay (ns):
clkdlybuf4s50_1 0.51, nor3b_2 0.17, buf_4 0.40, ha_1 0.37, a21o_1 0.19, a221oi_2 0.40
a211oi_1 0.17, or4_4 0.54, a311oi_4 0.36, o21bai_1 0.15, xnor2_1 0.14, a22o_1 0.19
==> state kept, by name, indices dropped and copies added (netlist names), named ones only <==
| signal | cells |
|---|---|
| mem | 64 |
| rd_ptr | 3 |
| wr_ptr | 3 |
| count | 32 |
| dout | 8 |
==> cells in the final DEF, fill, tap and decap left out, types with 12 or more instances in the layout <==
master	count
edfxtp_1	72
nand2_1	58
a21oi_1	49
dfxtp_1	41
nor2_1	35
ha_1	32
xnor2_1	20
clkdlybuf4s50_1	20
o21ai_0	17
a21o_1	17
clkbuf_16	17
mux4_2	16
buf_4	15
a211oi_1	12
Power figures rest on the tool's default switching activity, not on a simulated workload.
