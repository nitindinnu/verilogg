### /design/flow/constraint.sdc
current_design RAM_basic

set clk_period 38.7
set clk_io_pct 0.2

create_clock -name clk0 -period $clk_period [get_ports {clk}]

set non_clock_inputs [all_inputs -no_clocks]
set_input_delay [expr $clk_period * $clk_io_pct] -clock clk0 $non_clock_inputs
set_output_delay [expr $clk_period * $clk_io_pct] -clock clk0 [all_outputs]
### /design/flow/config.mk
export PLATFORM = sky130hd
export DESIGN_NAME = RAM_basic
export DESIGN_NICKNAME = RAM_basic
export VERILOG_FILES = /design/flow/design.v
export SDC_FILE = /design/flow/constraint.sdc
export NUM_CORES = 4
export LEC_CHECK = 1
export CORE_UTILIZATION = 40
export SYNTH_MEMORY_MAX_BITS = 65536
### /design/flow/run.sh
#!/bin/bash
# OpenROAD 26Q1-2900-gdf79404cd8, Yosys 0.63+post, stock flow scripts
make -C /OpenROAD-flow-scripts/flow DESIGN_CONFIG=/design/flow/config.mk WORK_HOME=/design/flow/orfs finish
### /design/flow/design.v
    module RAM_basic #(parameter datawidth =8 ,adresswidth=10)(
    input clk,reset,wr_en,
    input [adresswidth-1:0]addressline,
    input [datawidth-1:0]din,
    output reg [datawidth-1:0]dout
);
    reg [datawidth-1:0]registar[2**adresswidth-1:0];
    always @(posedge clk ) begin
        if(reset)begin
            dout<=0;
        end
        else begin
            if (wr_en==1) begin
                registar[addressline]<=din;
            end 
            else begin
                dout<=registar[addressline];
            end
        end
    end
endmodule  
module tb_RAM_basic (
);
    parameter datawidth =8 ,adresswidth=10;
    reg clk,reset,wr_en;
    reg [adresswidth-1:0]addressline;
    reg [datawidth-1:0]din;
    wire [datawidth-1:0]dout;
    initial begin
        clk=0;reset=0;wr_en=1;
        addressline=10'd0;din=8'd5;#10;
        addressline=10'd1;din=8'd6;#10;
        addressline=10'd2;din=8'd7;#10;
        addressline=10'd3;din=8'd8;#10;
        addressline=10'd4;din=8'd9;#10;
        wr_en=0;
        addressline=10'd0;#10;
        addressline=10'd1;#10;
        addressline=10'd2;#10;
        addressline=10'd3;#10;
        addressline=10'd4;#10;
    end 
    always #5 clk=~clk;
    RAM_basic a1(clk,reset,wr_en,addressline,din,dout);
endmodule  
==> impl_metrics.py <==
# Metrics from the implementation run
metrics = {
    "placed_design": {
        "placed_cell_area_sq_um": 334100,
        "post-place-cells": 27480,
        "placer_congestion": 0.9572,
        "place.detailed.hpwl_mm": 660.4,
        "place_worst_setup_slack_ps": 22830,
        "io_buffers": 28,
    },
    "global_routing": {
        "vias_in_the_first_global_route": 177700,
        "antenna_violations_before_repair": 88,
        "grt_overflow_total": 0,
        "global_route.usage.total_pct": 28.27,
        "largest_net_degree_at_the_start_of_global_routing": 119,
        "grt_pass1_wl_mm": 1423,
    },
    "route": {
        "first_pass_iters": 9,
        "final_antenna_net_count": 0,
        "routed_wire_length_per_instance_microns": 35.61,
        "vias_per_cell": 5.833,
        "drc": 0,
        "sum_of_routed_wire_length_over_all_layers_mm": 1036,
        "route.vias.total": 169600,
        "drt_iter0_markers": 13260,
    },
    "die": {
        "die_outline_height_microns": 892.1,
        "floorplanUtilization_pct": 40.17,
        "design.die.area_sq_um": 795900,
        "fp.coreArea_sq_um": 788900,
        "chipWidth_microns": 892.1,
        "pin_count": 29,
        "placementRows": 326,
    },
    "final_timing": {
        "timing.fmax_ghz": 0.06767,
        "post-route-period-util_pct": 38.19,
        "finalHoldViolations": 0,
        "worst_tran_pin_value_ps": 1454,
        "timing.final.crit_period_ps": 14780,
        "timing.max_slew.rel_slack_pct": 2.747,
        "timing.final.setup_violations": 0,
        "worst_slack_ps": 23920,
        "unrepaired_setup_endpoints_after_global_routing": "no",
        "final-max-slew-violation-count": 0,
        "final.hold.worst_slack_ps": 694.2,
        "fin_worst_skew_ps": 107.6,
        "setup_tns_ps": 0,
    },
    "job": {
        "openroad.warnings": 48,
        "drv_cap": 0,
    },
    "cts": {
        "cts_tree": "done",
        "cts_buffers": 797,
        "post_cts_buffers": 0,
        "register_clock_pin_slew_on_the_reported_worst_setup_and_hold_paths_ps": 60,
        "htree_num_levels": 6,
        "clock-sinks": 8200,
        "post_cts_resize_count": 0,
        "clock_latency_ps": 1240,
        "cts_root_buf": "sky130_fd_sc_hd__clkbuf_16",
        "postCtsHoldBufs": 0,
        "clk_path_buf_depth": 4,
    },
    "logic_synthesis": {
        "yosysSeqAreaShare_pct": 77.67,
        "avgSynthCellArea_sq_um": 18.77,
        "ys_area_sq_um": 316900,
        "synth_stat.cells": 16890,
        "synthDominantCellAreaShare_pct": 77.62,
        "area_leaders": "sky130_fd_sc_hd__edfxtp_1, sky130_fd_sc_hd__mux2i_1, sky130_fd_sc_hd__mux4_2, sky130_fd_sc_hd__o22ai_1, sky130_fd_sc_hd__nor2_1",
        "synthesis.area_sq_um": 316900,
        "yosys.area.top_type": "sky130_fd_sc_hd__edfxtp_1",
        "edf_count": 8192,
        "synthFlopType": "sky130_fd_sc_hd__edfxtp_1",
        "common_cells": "sky130_fd_sc_hd__edfxtp_1, sky130_fd_sc_hd__mux2i_1, sky130_fd_sc_hd__o22ai_1, sky130_fd_sc_hd__nor2_1, sky130_fd_sc_hd__mux4_2",
        "synthCells": 16890,
        "async_flop_share_pct": 0,
        "synth_warnings": 1,
        "synthMostInstantiatedCell": "sky130_fd_sc_hd__edfxtp_1",
        "cell_variety_after_synth": 73,
        "flops_out_of_synthesis": 8200,
    },
    "final_layout": {
        "final_design_area_no_fill_sq_um": 359700,
        "drive_above_1_share_pct": 16.08,
        "flow.area_growth_from_synthesis_pct": 13.51,
        "final_cell_count_no_fill": 29080,
        "final_util_pct": 45.60,
    },
    "worst_setup_path": {
        "path_class": "in2reg",
        "timing.critical_path.required_ps": 39730,
        "setup.worst_path.start": "addressline[1]",
        "arrival_ps": 15810,
        "cp-start-kind": "input pin",
        "r2r_slack_ps": 34230,
        "worstReg2RegStart": "registar[6][0]$_DFFE_PP_",
        "end_kind": "flip-flop",
        "critical_path.max_fanout": 81,
    },
    "pwr": {
        "power-per-cell-area_nw_per_um2": 50.61,
        "power.internal_mw": 14.16,
        "clkPwrFrac_pct": 41.5,
        "comb_power_share_pct": 4.8,
        "power.net_switching_mw": 4.042,
        "switching_share_pct": 22.20,
        "p_leak_nw": 118.8,
        "tot_pwr_mw": 18.20,
        "power.ir.vdd_worst_uv": 54.35,
        "flop_pwr_share_pct": 53.7,
    },
    "hold_path": {
        "timing.hold.worst.start": "dout[0]$_SDFFE_PP0N_",
        "min-delay-path-class": "reg2reg",
    },
    "status": {
        "outcome": "complete, no violations",
    },
}
==> layout make-up <==
class                   count  area [sq um]
fillers                 65400        429100
flip-flops and latches   8200        246200
multi-input cells        7595         65510
clock buffers             995         20750
well taps               10500         13130
repair buffers           1176          9238
clock inverters           469          4531
diodes                    140         350.3
inverters                   9         43.79
==> worst paths after layout <==
kind / end / cells after the start
min: dout[0]$_SDFFE_PP0N_ / 2
max: dout[6]$_SDFFE_PP0N_ / 17
max reg2reg: dout[0]$_SDFFE_PP0N_ / 9
min reg2reg: dout[0]$_SDFFE_PP0N_ / 2
==> sequential cells by signal (all words and copies together), names as in the netlist <==
signal and flops:
registar 8192, dout 8
==> cells by family (layout without fill, tap and decap cells) <==
group,count (synthesis),after routing,synth area share (%)
AOI/OAI and AO/OA,1898,1898,3.895
buffers and inverters,1093,2649,1.859
DFF,8200,8200,77.67
muxes,3528,3528,13.56
other,0,140,0
and+or+nand+nor,2169,2169,3.009
==> cell usage in the layout, fill, tap and decap left out, types with 14 or more instances in the layout <==
cell | netlist | routed
sky130_fd_sc_hd__o211ai_1 | 32 | 32
sky130_fd_sc_hd__clkinv_16 | 0 | 37
sky130_fd_sc_hd__clkbuf_16 | 0 | 800
sky130_fd_sc_hd__nor2_1 | 1286 | 1274
sky130_fd_sc_hd__o22ai_1 | 1301 | 1301
sky130_fd_sc_hd__buf_12 | 0 | 21
sky130_fd_sc_hd__a221oi_1 | 21 | 20
sky130_fd_sc_hd__nand2_4 | 0 | 30
sky130_fd_sc_hd__or4_1 | 20 | 20
sky130_fd_sc_hd__bufinv_16 | 0 | 49
sky130_fd_sc_hd__clkinvlp_4 | 0 | 19
sky130_fd_sc_hd__nand4_1 | 46 | 46
sky130_fd_sc_hd__a21oi_1 | 78 | 76
sky130_fd_sc_hd__edfxtp_1 | 8192 | 8192
sky130_fd_sc_hd__nand2_1 | 318 | 284
sky130_fd_sc_hd__mux4_2 | 613 | 613
sky130_fd_sc_hd__buf_4 | 233 | 1127
sky130_fd_sc_hd__a211oi_1 | 54 | 53
sky130_fd_sc_hd__o2111ai_1 | 14 | 14
sky130_fd_sc_hd__nor4_1 | 279 | 276
sky130_fd_sc_hd__clkinv_2 | 0 | 142
sky130_fd_sc_hd__a311oi_1 | 18 | 16
sky130_fd_sc_hd__nand3_1 | 76 | 75
sky130_fd_sc_hd__mux2i_1 | 2912 | 2912
sky130_fd_sc_hd__o21ai_0 | 87 | 81
sky130_fd_sc_hd__clkbuf_1 | 371 | 195
sky130_fd_sc_hd__a31oi_1 | 43 | 40
sky130_fd_sc_hd__a22o_1 | 14 | 14
sky130_fd_sc_hd__a22oi_1 | 167 | 167
sky130_fd_sc_hd__clkinv_1 | 0 | 196
sky130_fd_sc_hd__diode_2 | 0 | 140
sky130_fd_sc_hd__nor3_1 | 63 | 57
==> metal layers <==
metal  track usage [%]  vias up  part of all wire (%)
li1                  -    70540                     -
met1             30.74    84690                    30
met2             38.54    11830                    44
met3             25.02     2360                    20
met4             12.35      199                   5.5
met5             5.409        -                  0.60
==> power by group through the flow <==
stage,Combinational (mW),Sequential [mW],Clock [mW]
after CTS,0.862,9.77,7.62
final,0.878,9.77,7.55
after global routing,0.908,9.77,7.95
==> worst max-delay path, cell delays in order <==
cell and delay, ps:
sky130_fd_sc_hd__buf_16 380, sky130_fd_sc_hd__buf_4 590, sky130_fd_sc_hd__buf_4 640, sky130_fd_sc_hd__buf_4 510, sky130_fd_sc_hd__buf_4 570, sky130_fd_sc_hd__buf_4 570
sky130_fd_sc_hd__buf_4 620, sky130_fd_sc_hd__buf_4 610, sky130_fd_sc_hd__buf_4 690, sky130_fd_sc_hd__mux2i_1 290, sky130_fd_sc_hd__o22ai_1 140, sky130_fd_sc_hd__nor4_1 550
sky130_fd_sc_hd__nand2_1 210, sky130_fd_sc_hd__o31ai_2 620, sky130_fd_sc_hd__o21ai_0 270, sky130_fd_sc_hd__nor3_1 340, sky130_fd_sc_hd__a311oi_1 150
No activity file was given, so power comes from the tool's default toggle rates.
